===== design/flow/constraint.sdc =====
current_design wallace_mult

set clk_period 23.1
set clk_io_pct 0.2

create_clock -name clk0 -period $clk_period

set non_clock_inputs [all_inputs -no_clocks]
set_input_delay [expr $clk_period * $clk_io_pct] -clock clk0 $non_clock_inputs
set_output_delay [expr $clk_period * $clk_io_pct] -clock clk0 [all_outputs]

===== design/flow/run.sh =====
#!/bin/bash
# OpenROAD 26Q1-2900-gdf79404cd8, Yosys 0.63+post, stock flow scripts
make -C /OpenROAD-flow-scripts/flow DESIGN_CONFIG=/design/flow/config.mk WORK_HOME=/design/flow/orfs finish

===== design/flow/design.v =====
module wallace_adder #(
	parameter W = 32,  
	parameter N = 2    
) (
	input  wire [W*N-1:0] in,
	output wire [W-1:0]   out
);
generate
if (N == 2) begin: base
	assign out = in[0 +: W] + in[W +: W];
end else begin: recurse
	localparam N_NEXT = N / 3 * 2 + N % 3;
	integer i;
	reg [N_NEXT*W-1:0] psum;
	wallace_adder #(
		.W(W),
		.N(N_NEXT)
	) wadd (
		.in(psum),
		.out(out)
	);
	always @ (*) begin
		for (i = 0; i < N; i = i + 3) begin
			if (N - i >= 3) begin
				psum[(i / 3 * 2 + 0) * W +: W] = in[(i + 0) * W +: W] ^ in[(i + 1) * W +: W] ^ in[(i + 2) * W +: W];
				psum[(i / 3 * 2 + 1) * W +: W] = (
					(in[(i + 0) * W +: W] & in[(i + 1) * W +: W]) |
					(in[(i + 1) * W +: W] & in[(i + 2) * W +: W]) |
					(in[(i + 2) * W +: W] & in[(i + 0) * W +: W])) << 1;
			end else if (N - i == 2) begin
				psum[i / 3 * 2 * W +: 2 * W] = in[i * W +: 2 * W];
			end else begin
				psum[i / 3 * 2 * W +: W] = in[i * W +: W];
			end
		end
	end
end
endgenerate
endmodule
module wallace_mult #(
	parameter W = 32
) (
	input wire            sext_a,
	input wire            sext_b,
	input wire  [W-1:0]   a,
	input wire  [W-1:0]   b,
	output wire [W*2-1:0] out
);
reg [W*W*2-1:0] pprod_noinv;
reg [W*W*2-1:0] pprod;
integer i;
always @ (*) begin
	for (i = 0; i < W; i = i + 1) begin
		pprod_noinv[i * W * 2 +: W * 2] = ({2*W{b[i]}} & {{W{sext_a && a[W-1]}}, a}) << i;
		if (sext_b && i == W - 1) begin
			pprod[i * W * 2 +: W * 2] = -pprod_noinv[i * W * 2 +: W * 2];
		end else begin
			pprod[i * W * 2 +: W * 2] =  pprod_noinv[i * W * 2 +: W * 2];
		end
	end
end
wallace_adder #(
	.W(W * 2),
	.N(W)
) add0 (
	.in(pprod),
	.out(out)
);
endmodule

===== design/flow/config.mk =====
export PLATFORM = sky130hd
export DESIGN_NAME = wallace_mult
export DESIGN_NICKNAME = wallace_mult
export VERILOG_FILES = /design/flow/design.v
export SDC_FILE = /design/flow/constraint.sdc
export NUM_CORES = 4
export LEC_CHECK = 1
export CORE_UTILIZATION = 50
export SYNTH_HDL_FRONTEND = slang

==> qor.yml <==
status: "completed"
timing.setup.tns_ns: 0
rsz0062_at_grt: "no"
detailroute.via_count: 26000
max_cap_viol_count: 0
top_level_ports: 130
buffers_inserted_by_post_cts_timing_repair: 0
type_of_destination_of_the_critical_path: "output pin"
required_ns: 18.48
holdCritPathClass: "primary input to output pin"
final_report_hold_violation_count: 0
power.switching_mw: 15.2
yosys-stat-area_um2: 36600
synthesis.area_per_instance_um2: 9.01
yosys-dominant-comb-family: "adder cells"
coreArea_um2: 72000
routed_via_density: 5.23
synth.mux.area_fraction_pct: 0.0581
ctsHoldBuffers: 0
layout.clock_buffers: 0
critPathKind: "primary input to output pin"
antenna_found_initial: 1
timing.final.crit_period_ns: 19.12
worst_setup_path_startpoint: "sext_a"
route.final.wire_length_mm: 97.9
cp.arrival_ns: 14.50
post_dp_hpwl_mm: 76.8
chipWidth_um: 273
grt_pass1_wl_mm: 161
firstDrtPassIters: 8
critPathLaunchType: "primary input"
grt_max_degree: 53
grt_pass1_vias: 28200
path_max_fanout: 21
cp-endpoint: "out[63]"
synth_adder_area_share_pct: 63.2
globalRouteOverflowTotal: 0
slew-limit-headroom_pct: 32.6
synthCells: 4063
chip_area_um2: 74300
final_antenna_net_count: 0
final_layout_size_suffix_gt1_share_pct: 2.01
mappedNetlistArea_um2: 36600
postCtsResizedCells: 0
ys_seq_share_pct: 0
synth_xor_xnor_area_share_pct: 2.51
p_sw_share_pct: 52.0
yosys_warnings: 0
dieHeight_um: 273
total_leakage_power_nw: 18.9
worst_pin_slew_ns: 1.01
final_area_um2: 38700
multi_input_gate_area_um2: 31800
timing_max_transition_violations_final: 0
warnings: 34
setup_viol: 0
detail_route.iter0.violations: 1232
drc_errors: 0
synthAoiAreaFrac_pct: 3.87
buffer_ports.inserted: 130
whs_path_depth: 4
period_used_pct: 82.8
maximum_clock_frequency_mhz: 52.3
number_of_fillers_in_the_final_layout: 6541
sequential_cell_total: 0
wire_per_inst_um: 19.7
netlist-cell-type-count: 59
final_core_utilization_pct: 53.8
ff_latch_area_um2: 0
floorplan.initialDensity_pct: 50.9
rows: 98
ys_cells: 4063
power_density_nw_per_um2: 753
peakVddDrop_mv: 2.46
synthSimpleGateAreaFrac_pct: 17.1
placed_standard_cell_area_um2: 38700
area.growth.synth_to_final_pct: 5.75
int_pwr_mw: 14.0
global_route.usage.total_pct: 30.9
gp_congestion: 0.980
cell families (layout without fill, tap and decap cells):
kind of cell / count (synthesis) / count (layout)
fa+ha+maj: 1219 / 1219
mux: 2 / 2
other cells: 0 / 1
compound gates: 223 / 223
simple gates: 1221 / 1221
xor+xnor: 105 / 105
buf+inv: 1293 / 1253
worst min path at each step:
stage         start     end
finish         b[0]  out[0]
global route   b[0]  out[0]
CTS            b[0]  out[0]
through the flow:
stage | power [mW] | cells | setup WS, ns | hold slack, ns
after global routing | 32.0 | 4973 | 3.40 | 10.49
after detailed placement | 28.3 | 4973 | 4.13 | 10.44
final | 29.2 | 4974 | 3.98 | 10.44
after floorplan | 15.1 | 4063 | 6.28 | 9.32
after CTS | 28.8 | 4973 | 4.06 | 10.45
after global placement | 28.8 | 4973 | 4.07 | 10.46
cell usage after synthesis, drive strengths merged (3+ instances only):
library cell | count | share of area (%)
and2 | 568 | 9.7
xor2 | 40 | 0.96
o21ai | 51 | 0.71
a32oi | 3 | 0.072
o31ai | 8 | 0.16
nand3 | 21 | 0.29
nor2 | 34 | 0.35
a21oi | 69 | 0.94
o211ai | 7 | 0.14
o41ai | 5 | 0.12
a211oi | 11 | 0.23
o21bai | 7 | 0.14
o21a | 7 | 0.14
nand4 | 12 | 0.20
xnor2 | 65 | 1.6
nor2b | 8 | 0.14
a31oi | 7 | 0.12
nand2 | 517 | 5.3
or2 | 5 | 0.085
or3 | 5 | 0.085
or4 | 6 | 0.14
o31a | 4 | 0.096
nand2b | 7 | 0.12
o2111ai | 3 | 0.072
and3 | 18 | 0.31
fa | 1056 | 58
a311oi | 3 | 0.072
clkbuf | 235 | 2.4
maj3 | 10 | 0.27
ha | 153 | 5.2
a21o | 21 | 0.43
buf | 6 | 0.085
inv | 1052 | 11
nor3 | 13 | 0.18
power by group through the flow:
stage / combinational (mW) / sequential, mW / clock (mW)
4_1_cts: 28.8 / 0 / 0
5_1_grt: 32.0 / 0 / 0
area by class of cell:
| class | count | area share [%] |
|---|---|---|
| Timing Repair Buffer | 201 | 4.72 |
| Inverter | 1052 | 10.2 |
| Multi-Input combinational cell | 2770 | 82.0 |
| Tap cell | 950 | 3.07 |
| Antenna cell | 1 | 0.00646 |
worst max-delay path, cell delays in order:
cell and delay, ns:
clkdlybuf4s50_1 1.05, and2_1 0.81, nand2_1 0.28, fa_1 0.55
xnor2_1 0.38, xnor2_1 0.24, xor2_1 0.45, inv_1 0.27
fa_1 0.53, inv_1 0.05, fa_1 0.50, fa_1 0.44
fa_1 0.51, inv_1 0.07, fa_1 0.49, ha_1 0.54
nand2_1 0.18, o21ai_0 0.50, a221oi_1 0.25, o2111ai_1 0.21
nor2_1 0.07, a211oi_1 0.48, a2111oi_0 0.20, o21bai_1 0.19
xnor2_1 0.14, clkdlybuf4s50_1 0.48
layer usage:
layer	track usage, %	wire length, µm	vias to the layer above
met3	15.2	13000	88
met5	3.34	283	-
met4	4.08	1730	6
met2	42.1	42100	1211
li1	-	-	11400
met1	49.5	40800	13200
layout by cell type, fill, tap and decap left out, types with 7 or more instances in the layout:
cell                n
nand4_1            12
nor3_1             13
and2_1            568
nand2_1           517
and3_1             18
nand2b_1            7
maj3_1             10
nor2b_1             8
o211ai_1            7
inv_1            1052
buf_4              71
o31ai_1             8
a21o_1             21
xnor2_1            65
nor2_1             34
fa_1             1056
o21bai_1            7
a211oi_1           11
o21a_1              7
clkdlybuf4s50_1   129
a31oi_1             7
xor2_1             40
a21oi_1            69
ha_1              153
o21ai_0            49
nand3_1            21
Power and IR drop assume default switching activity.
